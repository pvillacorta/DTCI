==> design.v <==
module shift_reg_right(data_out, data_in, load, shift, clear, clk);
  output [23:0] data_out;
  input [22:0] data_in;
  input load, shift, clear, clk;
  reg [23:0] d;
  always @ (posedge clk)
    begin
      if (clear == 1'b1)  
      	    d <= 24'h0;
      else 
        if (load == 1'b1)
            d <= {1'b1,data_in};    
      else 
        if (shift == 1'b1)
          d <= {1'b0, d[23:1]};
    end
  assign data_out = d;
endmodule
module shift_reg_bi(data_out, data_in, load, shift_r, shift_l, clk);
  output [23:0] data_out;
  input [23:0] data_in;
  input load, shift_r, shift_l, clk;
  reg [23:0] d;
  always @ (posedge clk)
    begin
      if (load == 1'b1)
      	d <= data_in;
      if (shift_l == 1'b1)
        d <= {d[22:0],1'b0};
      if (shift_r == 1'b1)
        d <= {1'b0, d[23:1]};
    end
  assign data_out = d;
endmodule
==> run.sh <==
#!/bin/bash
# OpenROAD 26Q1-2900-gdf79404cd8, Yosys 0.63+post, stock flow scripts
make -C /OpenROAD-flow-scripts/flow DESIGN_CONFIG=/design/flow/config.mk WORK_HOME=/design/flow/orfs finish
==> config.mk <==
export PLATFORM = sky130hd
export DESIGN_NAME = shift_reg_right
export DESIGN_NICKNAME = shift_reg_right
export VERILOG_FILES = /design/flow/design.v
export SDC_FILE = /design/flow/constraint.sdc
export NUM_CORES = 4
export LEC_CHECK = 1
export CORE_UTILIZATION = 30
==> constraint.sdc <==
current_design shift_reg_right

set clk_period 1.7
set clk_io_pct 0.2

create_clock -name clk0 -period $clk_period [get_ports {clk}]

set non_clock_inputs [all_inputs -no_clocks]
set_input_delay [expr $clk_period * $clk_io_pct] -clock clk0 $non_clock_inputs
set_output_delay [expr $clk_period * $clk_io_pct] -clock clk0 [all_outputs]
==> flow_summary.toml <==
# flow metrics
[sta]
timing.final.crit_share = 0.8587
setup-violations-final = 0
fmaxAchievable_ghz = 0.6850
slew_headroom = 0.4869
post_route_minimum_period_ns = 1.460
hold_violations_final = 0
tightestPinTransition_ns = 0.7688
skew_ns = 0.003061
tns_ns = 0
grt_setup_unrepaired = "no"
finalMaxSlewViolations = 0

[layout]
num-fill-cells = 325
area.combinational_um2 = 558.0
fin_cells = 198
regArea_um2 = 480.5
largest_registers = "d (24)"
layout-area-overhead-vs-synth_pct = 50.22
fraction_of_final_layout_cells_sized_beyond_drive_strength_1 = 0.03947
top_register = "d"
flip_flop_count_of_the_largest_register_all_copies_and_words_added = 24

[routing]
dr.pass1.iters = 2
finalWirelength_um = 2478
post_drt_wl_per_cell_um = 12.52
route.detailed.drc = 0
vias = 919
avgViaCountPerCell = 4.641
antennaDiodeCount = 0
drtAntennaViolNets = 0
starting_drc_count_in_detailed_routing = 18

[cts]
cts_tree = "yes"
insertion_delay_ns = 0.26
numCtsBuffers = 3
postCtsSetupRepairBufs = 0
cts.repair.resized = 0
cts.reportedPaths.clkPinSlew_ns = 0.08
htree_num_levels = 1
root_buffer = "sky130_fd_sc_hd__clkbuf_8"
clock_sink_count = 24
bufs_on_longest_clock_path = 2
hold_buffers = 0

[setup_path]
worstSetupPathDepth = 1
path_cells = "clkdlybuf4s50_1"
reg2reg_depth = 2
crit_buf_inv = 1
path_class = "register to output port"
worstReg2RegStart = "d[18]"
r2r_end = "d[17]"
endpoint_kind = "output port"
worstPathMaxFanout = 3
cpLargestDelayFamily = "buffers and inverters"
setup.worst_path.start = "d[12]"
r2r_slack_ns = 0.91
cp_slowest_stage_delay_ns = 0.49
critical_path_arrival_ns = 1.12
timing.critical_path.slowest_stage_cell = "sky130_fd_sc_hd__clkdlybuf4s50_1"
critical_path_endpoint = "data_out[12]"
critPathRequiredTime_ns = 1.36
crit_path_start_kind = "register"

[synth]
proportion_of_synthesized_chip_area_in_sequential_cells = 0.4305
yosys.area.top_type_share = 0.4305
syn_area_per_cell_um2 = 10.63
synth-cells-yosys = 105
synth.distinct_cells = 11
post_synth_instance_area_um2 = 1116
yosys_area_um2 = 1116
synth_cells = 105
synth.top_cells.by_area = "sky130_fd_sc_hd__dfxtp_1 43%, sky130_fd_sc_hd__mux2i_1 21%, sky130_fd_sc_hd__a211oi_1 15%"
synth_warn = 1
synth_top_cell_by_area = "sky130_fd_sc_hd__dfxtp_1"
synth_flop_count = 24

[die]
design.die.area_um2 = 3968
std_cell_rows = 21
fp.dieH_um = 63.00
io_pins = 51
die.size.x_um = 63.00
fp-utilization = 0.3242
core_region_area_um2 = 3442

[placed_design]
gp_congestion = 0.6740
dpl.cell_count = 195
port_buffers = 50
hpwl_um = 1611

[run]
log.warning_count = 25
cap_viol_max_count = 0

[global_route]
overflow_after_grt = 0
largest_net_degree_at_the_start_of_global_routing = 25
first_global_vias = 927
grt_first_pass_wirelength_um = 4333
groute.usage.overall = 0.1341
antenna_found_initial = 0

[power]
pwr_density_cell_nw_per_um2 = 722.8
seq_power_share = 0.526
p_comb_frac = 0.212
power.switching_fraction = 0.2231
share_clk_of_total_power = 0.262
leakage_nw = 0.6423
total_switching_power_mw = 0.2704
vdd.ir_drop.worst_v = 0.0003456
cell_internal_pwr_mw = 0.9414

[min_path]
worstHoldPathType = "register to register"

[outcome]
outcome = "completed"
## logic make-up after synthesis
logic type	after synthesis	synth area share
flip-flops	24	0.4305
multiplexers	23	0.2063
buffers and inverters	10	0.06950
AND/OR/NAND/NOR	24	0.1345
AND-OR/OR-AND	24	0.1592
## through the flow
stage                     hold WS (ns)  instance area (um^2)  power (mW)    util  setup slack (ns)
after floorplan                 0.4128                  1116      0.7512       -            0.7109
after global placement          0.4930                  1635      0.9078  0.4751           0.06720
after detailed placement        0.4851                  1635      0.9079  0.4751           0.04969
after CTS                       0.5005                  1677       1.227  0.4871            0.2398
after global routing            0.5370                  1677       1.277  0.4871            0.1936
final                           0.4966                  1677       1.212  0.4871            0.2402
## layer usage
metal / wire [um] / GRT usage / vias to the layer above / share of wire
li1: - / - / 473 / -
met1: 1317 / 0.2146 / 414 / 0.53
met2: 1010 / 0.1976 / 32 / 0.41
met3: 150 / 0.02407 / 0 / 0.061
met4: 0 / 0.01453 / 0 / 0
met5: 0 / 0 / - / 0
## cells in the mapped netlist
master	instances
sky130_fd_sc_hd__buf_6	1
sky130_fd_sc_hd__buf_1	2
sky130_fd_sc_hd__dfxtp_1	24
sky130_fd_sc_hd__nand2b_1	1
sky130_fd_sc_hd__nor2b_1	23
sky130_fd_sc_hd__mux2i_1	23
sky130_fd_sc_hd__clkbuf_1	4
sky130_fd_sc_hd__buf_12	2
sky130_fd_sc_hd__a211oi_1	23
sky130_fd_sc_hd__inv_1	1
sky130_fd_sc_hd__a21oi_1	1
## layout by cell type, fill, tap and decap left out, drive strengths merged
master,count
a21oi,1
nor2b,23
nand2b,1
mux2i,23
clkdlybuf4s50,50
inv,1
buf,3
dfxtp,24
a211oi,23
clkbuf,3
## area by class of cell
cell class	count	area share
clock buffer	3	0.02463
inverter	1	0.002239
multi-input combinational	71	0.3328
sequential	24	0.2866
tap	46	0.03433
timing repair buffer	53	0.3194
## power groups by stage
stage / registers, mW / logic (mW) / clock network (mW)
CTS: 0.638 / 0.260 / 0.329
global route: 0.643 / 0.282 / 0.351
finish: 0.637 / 0.257 / 0.318
## how the worst min path moves through the flow
stage	slack [ns]	cells past startpoint	startpoint	to
4_1_cts	0.50	2	d[23]	d[23]
5_1_grt	0.54	2	d[23]	d[23]
6_report	0.50	2	d[23]	d[23]
Power and IR drop assume default switching activity.
