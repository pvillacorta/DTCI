### flow/run.sh
#!/bin/bash
# OpenROAD 26Q1-2900-gdf79404cd8, Yosys 0.63+post, stock flow scripts
make -C /OpenROAD-flow-scripts/flow DESIGN_CONFIG=/design/flow/config.mk WORK_HOME=/design/flow/orfs finish
### flow/config.mk
export PLATFORM = sky130hd
export DESIGN_NAME = sumador24bit
export DESIGN_NICKNAME = sumador24bit
export VERILOG_FILES = /design/flow/design.v
export SDC_FILE = /design/flow/constraint.sdc
export NUM_CORES = 4
export LEC_CHECK = 1
export CORE_AREA = 10 10 97 97
export DIE_AREA = 0 0 107 107
### flow/constraint.sdc
current_design sumador24bit

set clk_period 9.3
set clk_io_pct 0.2

create_clock -name clk0 -period $clk_period

set non_clock_inputs [all_inputs -no_clocks]
set_input_delay [expr $clk_period * $clk_io_pct] -clock clk0 $non_clock_inputs
set_output_delay [expr $clk_period * $clk_io_pct] -clock clk0 [all_outputs]
### flow/design.v
module sumador24bit(
	output [23:0] suma,
	output cout,
	input [23:0] a,b,
	input cin);
	assign {cout,suma} = a +  b + cin;
endmodule
==> flow_metrics.tcl <==
# yosys + openroad results
set metrics [dict create \
    core_mm2 0.00729 \
    first_iter_violations 23 \
    grt_util_all_layers_pct 7.48 \
    slowest_stage "fa_1" \
    cp-end-kind "output pin" \
    synth.largest_area_cell "ha_1" \
    syn_area_per_cell_um2 7.37 \
    swShare_pct 39.3 \
    synthXorXnorAreaFrac_pct 12.9 \
    clock_buffers 0 \
    ys_sh_adder_pct 24.2 \
    ys_top_logic_family "AND-OR/OR-AND gates" \
    grt_pass1_vias 1514 \
    critPathTopFamily "buffers and inverters" \
    ios 74 \
    die_h_um 107 \
    tightest_slew_ps 428 \
    critPathMaxFanout 3 \
    min_path_type "in -> out" \
    crit_chain "clkdlybuf4s50_1 -> fa_1 -> fa_1 -> a21oi_1 -> o22ai_1 -> nor4_1 -> o21bai_1 -> o211ai_1 -> o211ai_1 -> xor2_1 -> clkdlybuf4s50_1" \
    antenna_left 0 \
    grt_max_degree 9 \
    area_leaders "ha_1 21%, a21oi_1 7.7%, xor2_1 7.1%" \
    warnings 32 \
    p_leak_uw 0.000853 \
    synthCells 184 \
    yosysWarnings 0 \
    avgViaCountPerCell 4.22 \
    yosys-stat-area_mm2 0.00136 \
    post_cts_buffers 0 \
    drt_wl_total_um 4490 \
    hold_buffers 0 \
    cp-start-kind "input pin" \
    first_pass_iters 3 \
    post_cts_resized 0 \
    seqPwrFrac_pct 0 \
    tns_ps 0 \
    mux_area_share_pct 0 \
    top_area_share_pct 21.2 \
    yosysMostFrequentCell "ha_1" \
    grt_antenna_before_repair 0 \
    crit_required_ps 7440 \
    grt-ovfl-total 0 \
    clkPwrFrac_pct 0 \
    simple_gate_area_share_pct 19.3 \
    ys_top_cells_by_count "23 x ha_1, 22 x nor2_1, 21 x a21oi_1" \
    slew_headroom_pct 71.2 \
    yosysCellCount 184 \
    finalSetupViolCount 0 \
    critPathBufInv 2 \
    timing.fmax_mhz 146 \
    status "complete, no violations" \
    ys_sh_aoi_pct 33.0 \
    irDropWorstVdd_uv 13.3 \
    place_congestion 0.814 \
    slew_viol_final 0 \
    dr_total_vias 1463 \
    p_per_area_mw_per_mm2 72.8 \
    worstSetupPathType "in -> out" \
    pwr-share-comb_pct 100.0 \
    slowest_delay_ps 490 \
    rsz0062_at_grt "no" \
    initial_core_util_pct 18.6 \
    crit_cells 11 \
    rows 31 \
    timing.final.hold_violations 0 \
    min_period_over_period_pct 73.8 \
    drc_errors 0 \
    postSynthSeqShare_pct 0 \
    seq_cell_count 0 \
    hold_path_depth 4 \
    chipWidth_um 107 \
    arrival_ps 5000 \
    port_buffers 74 \
    seq_area_um2 0 \
    p_int_uw 93.1 \
    maxCapViolations 0 \
    fin_util_pct 28.9 \
    grt_pass1_wl_um 7270 \
    switching_power_uw 60.4 \
    netlist_area_mm2 0.00136 \
    fin_crit_ps 6860 \
    hpwlAfterDp_um 4140 \
    power_uw 153 \
    syn_to_final_growth_pct 55.4 \
    antenna-diode-count 0 \
    die-area_mm2 0.0114 \
    wl_per_cell_um 12.9 \
    synth_cell_types 38 \
    drive_above_1_share_pct 5.24 \
]
## per-layer routing
| metal | up-vias | track usage [%] | wire, µm |
|---|---|---|---|
| met5 | - | 0 | 0 |
| met4 | 0 | 0.484 | 28 |
| met3 | 2 | 2.18 | 311 |
| met2 | 27 | 13.5 | 2190 |
| met1 | 631 | 8.90 | 1960 |
| li1 | 803 | - | - |
## stage by stage
step / hold slack, ps / area [µm²] / setup WS [ps] / cells
finish: 4790 / 2110 / 2440 / 347
global route: 4840 / 2110 / 2150 / 347
CTS: 4810 / 2110 / 2410 / 347
detailed placement: 4810 / 2110 / 2440 / 347
global placement: 4800 / 2110 / 2480 / 347
floorplan: 3820 / 1360 / 3640 / 184
## cell type report
class	instances	area (µm²)
fillers	813	5180
well taps	99	124
repair buffers	74	741
inverters	8	30.0
multi-input cells	166	1210
## power groups by stage
stage                 sequential, µW  clock (µW)  combinational [µW]
after global routing               0           0                 171
final                              0           0                 153
after CTS                          0           0                 157
## path summary, 6_finish.rpt
kind / startpoint / end
setup / recovery: a[0] / suma[22]
hold / removal: b[23] / suma[23]
## cells in the final DEF, fill, tap and decap left out, types with 4 or more instances in the layout
cell type        instances
a211oi_1                 5
a21o_1                   6
a21oi_1                 21
clkdlybuf4s50_1         74
ha_1                    23
inv_1                    8
nand2_1                 12
nand3_1                  6
nand4_1                  8
nor2_1                  22
o21ai_0                  7
o21ai_1                  6
o21bai_1                 4
xnor2_1                  9
xor2_1                  11
## cells by family after synthesis
logic type / count (synthesis)
buffers and inverters: 18
xor gates and xnor gates: 20
and+or+nand+nor: 56
adders and majority gates: 25
AOI/OAI and AO/OA: 65
Power is estimated from default activity; no workload was simulated.
